--- flow/constraint.sdc ---
current_design top

set clk_period 8.2
set clk_io_pct 0.2

create_clock -name clk0 -period $clk_period [get_ports {clk}]

set non_clock_inputs [all_inputs -no_clocks]
set_input_delay [expr $clk_period * $clk_io_pct] -clock clk0 $non_clock_inputs
set_output_delay [expr $clk_period * $clk_io_pct] -clock clk0 [all_outputs]
--- flow/run.sh ---
#!/bin/bash
# OpenROAD 26Q1-2900-gdf79404cd8, Yosys 0.63+post, stock flow scripts
make -C /OpenROAD-flow-scripts/flow DESIGN_CONFIG=/design/flow/config.mk WORK_HOME=/design/flow/orfs finish
--- flow/config.mk ---
export PLATFORM = sky130hd
export DESIGN_NAME = top
export DESIGN_NICKNAME = top
export VERILOG_FILES = /design/flow/design.v
export SDC_FILE = /design/flow/constraint.sdc
export NUM_CORES = 4
export LEC_CHECK = 1
export CORE_UTILIZATION = 30
--- flow/design.v ---
module clock_divider(reset, clk, enable, clkdiv4);
  input reset, clk, enable;
  output clkdiv4;
  reg [1:0] cnt;
  assign clkdiv4 = (cnt==2'd3);
  always@ (posedge reset or posedge clk)
    if (reset) cnt <= 0;
    else if(enable) 
      if(clkdiv4) cnt <= 0; 
		else cnt <= cnt + 1;
endmodule
module TwentyFiveMHz(clk, reset, en_nxt);
	input clk, reset;
	output en_nxt;
	wire clk25MHz;
	clock_divider i1 (reset, clk, 1'b1, clk25MHz);
	assign en_nxt = clk25MHz;
endmodule
module HorizontalCnt(vga_clk, reset, HcntValue, VcntEnable);
	input vga_clk, reset;
	output reg [9:0] HcntValue=0;
	output reg VcntEnable=0;
	always @(posedge vga_clk or posedge reset) begin
		if (reset) begin
			HcntValue <= 0;
			VcntEnable <= 0;
		end
		else begin
			if(HcntValue < 800) begin
				HcntValue <= HcntValue + 1;
				VcntEnable <= 0;
			end
			else begin
				HcntValue <= 0;
				VcntEnable <=1;
			end
		end
	end
endmodule
module kbd_protocol (reset, clk, ps2clk, ps2data, scancode, enable);
  input        reset, clk, ps2clk, ps2data;
  output [7:0] scancode;
  output reg enable;
  reg    [7:0] scancode;
  reg    [7:0] ps2clksamples;  
  always @(posedge clk or posedge reset)
    if (reset) ps2clksamples <= 8'd0;
      else ps2clksamples <= {ps2clksamples[7:0], ps2clk};
  wire fall_edge;  
  assign fall_edge = (ps2clksamples[7:4] == 4'hF) & (ps2clksamples[3:0] == 4'h0);
  reg    [9:0] shift;    
  reg    [3:0] cnt;      
  reg          f0;       
  always @(posedge clk or posedge reset)
    begin
      enable <= 1'd0;
    if (reset) 
      begin
        cnt      <= 4'd0;
        scancode <= 8'd0;
        shift    <= 10'd0;
        f0       <= 1'b0;
      end  
     else if (fall_edge)
         begin
           if (cnt == 4'd10)  
             begin
               cnt <= 0;
               if ((shift[0] == 0) && (ps2data == 1) && (^shift[9:1]==1))  
                 begin
                   if (f0)  
                     begin
                       scancode <= shift[8:1];
                       f0       <= 0;
                       enable    <= 1;
                     end
                    else if (shift[8:1] == 8'hF0) f0 <= 1'b1;
                 end  
             end
            else
             begin
               shift <= {ps2data, shift[9:1]};  
               cnt <= cnt+1;
             end
         end
    end
endmodule
module top(reset, clk, ps2clk, ps2data, hsync, vsync, red, green, blue);
	input reset, clk;
	input ps2clk, ps2data;
	output hsync, vsync;
	output [2:0] red, green, blue;
	wire [9:0] Hcount;
	wire [8:0] Vcount;
	wire clk25;
	wire enable;
	wire [7:0]scancode;
	TwentyFiveMHz cl25(clk, reset, clk25);
	HorizontalCnt hcnt(clk25, reset, Hcount, Venable);
	VerticalCnt vcnt(clk25, reset, Venable, Vcount);
	kbd_protocol kbdp (reset, clk25, ps2clk, ps2data, scancode, enable);
	vgasync vga(reset, clk25, Hcount, Vcount, hsync, vsync, red, green, blue, scancode, enable);
endmodule
module VerticalCnt(vga_clk, reset, VcntEnable, VcntValue);
	input vga_clk, reset, VcntEnable;
	output reg [8:0] VcntValue=0;
	always @(posedge vga_clk or posedge reset) begin
		if (reset) VcntValue <= 0;
		else begin
			if(VcntEnable == 1'b1)
				if(VcntValue < 449) VcntValue <= VcntValue + 1;
				else VcntValue <= 0;				
		end
	end
endmodule
module vgasync(reset, clk25, HcntValue, VcntValue, hsync, vsync, r, g, b, scancode, enable);
input clk25, enable, reset;
input [7:0] scancode;
input [9:0] HcntValue;
input [8:0] VcntValue;
output hsync, vsync;
output [2:0] r, g, b;
wire [3:0] section;
reg [8:0] r_rgb1, r_rgb2, r_rgb3, r_rgb4, r_rgb5, r_rgb6;
reg [4:0] zone;
reg [2:0] red1, green1, blue1;
reg [2:0] red2, green2, blue2;
reg [2:0] red3, green3, blue3;
reg [2:0] red4, green4, blue4;
reg [2:0] red5, green5, blue5;
reg [2:0] red6, green6, blue6;
reg r_check1, g_check1, b_check1;
reg r_check2, g_check2, b_check2;
reg r_check3, g_check3, b_check3;
reg r_check4, g_check4, b_check4;
reg r_check5, g_check5, b_check5;
reg r_check6, g_check6, b_check6;
assign hsync = (HcntValue > (16 - 1) && HcntValue < (16 + 96 - 1)) ? 0:1;  
assign vsync = (VcntValue > (12 - 1) && VcntValue < (12 + 2 - 1)) ? 1:0;  
assign section =	 (HcntValue > (16 + 96 + 48) && HcntValue <= ((16 + 96 + 48) + 213) && VcntValue > (12 + 2 + 35) && VcntValue <= ((12 + 2 + 35) + 200)) ? 4'd1 :																	
					    (HcntValue > ((16 + 96 + 48) + 213) && HcntValue <= ((16 + 96 + 48) + 2 * 213) && VcntValue > (12 + 2 + 35) && VcntValue <= ((12 + 2 + 35) + 200)) ? 4'd2 : 
					    (HcntValue > ((16 + 96 + 48) + 2 * 213) && HcntValue <= ((16 + 96 + 48) + 3 * 213) && VcntValue > (12 + 2 + 35) && VcntValue <= ((12 + 2 + 35) + 200)) ? 4'd3 : 
					    (HcntValue > (16 + 96 + 48) && HcntValue <= ((16 + 96 + 48) + 213) && VcntValue > ((12 + 2 + 35) + 200) && VcntValue <= ((12 + 2 + 35) + 2 * 200)) ? 4'd4 : 
                	 (HcntValue > ((16 + 96 + 48) + 213) && HcntValue <= ((16 + 96 + 48) + 2 * 213) && VcntValue > ((12 + 2 + 35) + 200) && VcntValue <= ((12 + 2 + 35) + 2 * 200)) ? 4'd5 : 
					    (HcntValue > ((16 + 96 + 48) + 2 * 213) && HcntValue <= ((16 + 96 + 48) + 3 * 213) && VcntValue > ((12 + 2 + 35) + 200) && VcntValue <= ((12 + 2 + 35) + 2 * 200)) ? 4'd6 : 4'd0;
always @(posedge clk25 or posedge reset) 
begin
	if(reset)
		begin
			zone<=0;
		end
	else if(enable)
	begin
		zone <=(scancode == 8'h16) ? 4'd1 :  
				 (scancode == 8'h1E) ? 4'd2 :  
				 (scancode == 8'h26) ? 4'd3 :  
				 (scancode == 8'h25) ? 4'd4 :  
				 (scancode == 8'h2E) ? 4'd5 :  
				 (scancode == 8'h36) ? 4'd6 :  
				 (scancode == 8'h76) ? 4'd0 : zone; 
		if(zone==1)
			begin
			if (scancode==8'h2D) begin  
					if(!r_check1) begin
						red1 <= (red1 + 3'd1);
						if(red1 == 3'd6) r_check1 <= 1;
					end
					else if(r_check1) begin
						red1 <= (red1 - 3'd1);
						if(red1 == 3'd1) r_check1 <= 0;
					end				
            end
			else if (scancode == 8'h34) begin  
					if(!g_check1) begin
						green1 <= (green1 + 3'd1);
						if(green1 == 3'd6) g_check1 <= 1;
					end
					else if(g_check1) begin
						green1 <= (green1 - 3'd1);
						if(green1 == 3'd1) g_check1 <= 0;
					end
            end
			else if(scancode == 8'h32) begin  
					if(!b_check1) begin
						blue1 <= (blue1 + 3'd1);
						if(blue1 == 3'd6) b_check1 <= 1;
					end
					else if(b_check1) begin
						blue1 <= (blue1 - 3'd1);
						if(blue1 == 3'd1) b_check1 <= 0;
					end
        end
		  r_rgb1 <= {blue1, green1, red1};
			end
		if(zone==2)
			begin
			if (scancode == 8'h2D) begin  
					if(!r_check2) begin
						red2 <= (red2 + 3'd1);
						if(red2 == 3'd6) r_check2 <= 1;
					end
					else if(r_check2) begin
						red2 <= (red2 - 3'd1);
						if(red2 == 3'd1) r_check2 <= 0;
					end				
            end
			else if (scancode == 8'h34) begin  
					if(!g_check2) begin
						green2 <= (green2 + 3'd1);
						if(green2 == 3'd6) g_check2 <= 1;
					end
					else if(g_check2) begin
						green2 <= (green2 - 3'd1);
						if(green2 == 3'd1) g_check2 <= 0;
					end
            end
			else if(scancode == 8'h32) begin  
					if(!b_check2) begin
						blue2 <= (blue2 + 3'd1);
						if(blue2 == 3'd6) b_check2 <= 1;
					end
					else if(b_check2) begin
						blue2 <= (blue2 - 3'd1);
						if(blue2 == 3'd1) b_check2 <= 0;
					end
         end
		  r_rgb2 <= {blue2, green2, red2};
			end
		if(zone==3) 
			begin
			if (scancode == 8'h2D) begin  
					if(!r_check3) begin
						red3 <= (red3 + 3'd1);
						if(red3 == 3'd6) r_check3 <= 1;
					end
					else if(r_check3) begin
						red3 <= (red3 - 3'd1);
						if(red3 == 3'd1) r_check3 <= 0;
					end				
            end
			else if (scancode == 8'h34) begin  
					if(!g_check3) begin
						green3 <= (green3 + 3'd1);
						if(green3 == 3'd6) g_check3 <= 1;
					end
					else if(g_check3) begin
						green3 <= (green3 - 3'd1);
						if(green3 == 3'd1) g_check3 <= 0;
					end
            end
			else if(scancode == 8'h32) begin  
					if(!b_check3) begin
						blue3 <= (blue3 + 3'd1);
						if(blue3 == 3'd6) b_check3 <= 1;
					end
					else if(b_check3) begin
						blue3 <= (blue3 - 3'd1);
						if(blue3 == 3'd1) b_check3 <= 0;
					end
         end
		  r_rgb3 <= {blue3, green3, red3};
		  end
		if(zone==4) 
			begin
			if (scancode == 8'h2D) begin  
					if(!r_check4) begin
						red4 <= (red4 + 3'd1);
						if(red4 == 3'd6) r_check4 <= 1;
					end
					else if(r_check4) begin
						red4 <= (red4 - 3'd1);
						if(red4 == 3'd1) r_check4 <= 0;
					end				
            end
			else if (scancode == 8'h34) begin  
					if(!g_check4) begin
						green4 <= (green4 + 3'd1);
						if(green4 == 3'd6) g_check4 <= 1;
					end
					else if(g_check4) begin
						green4 <= (green4 - 3'd1);
						if(green4 == 3'd1) g_check4 <= 0;
					end
            end
			else if(scancode == 8'h32) begin  
					if(!b_check4) begin
						blue4 <= (blue4 + 3'd1);
						if(blue4 == 3'd6) b_check4 <= 1;
					end
					else if(b_check4) begin
						blue4 <= (blue4 - 3'd1);
						if(blue4 == 3'd1) b_check4 <= 0;
					end
         end
		  r_rgb4 <= {blue4, green4, red4};
			end
		if(zone==5) 
			begin
			if (scancode == 8'h2D) begin  
					if(!r_check5) begin
						red5 <= (red5 + 3'd1);
						if(red5 == 3'd6) r_check5 <= 1;
					end
					else if(r_check5) begin
						red5 <= (red5 - 3'd1);
						if(red5 == 3'd1) r_check5 <= 0;
					end				
            end
			else if (scancode == 8'h34) begin  
					if(!g_check5) begin
						green5 <= (green5 + 3'd1);
						if(green5 == 3'd6) g_check5 <= 1;
					end
					else if(g_check5) begin
						green5 <= (green5 - 3'd1);
						if(green5 == 3'd1) g_check5 <= 0;
					end
            end
			else if(scancode == 8'h32) begin  
					if(!b_check5) begin
						blue5 <= (blue5 + 3'd1);
						if(blue5 == 3'd6) b_check5 <= 1;
					end
					else if(b_check5) begin
						blue5 <= (blue5 - 3'd1);
						if(blue5 == 3'd1) b_check5 <= 0;
					end
         end
		  r_rgb5 <= {blue5, green5, red5};
			end
		if(zone==6) 
			begin
			if (scancode == 8'h2D) begin  
					if(!r_check6) begin
						red6 <= (red6 + 3'd1);
						if(red6 == 3'd6) r_check6 <= 1;
					end
					else if(r_check6) begin
						red6 <= (red6 - 3'd1);
						if(red6 == 3'd1) r_check6 <= 0;
					end				
            end
			else if (scancode == 8'h34) begin  
					if(!g_check6) begin
						green6 <= (green6 + 3'd1);
						if(green6 == 3'd6) g_check6 <= 1;
					end
					else if(g_check6) begin
						green6 <= (green6 - 3'd1);
						if(green6 == 3'd1) g_check6 <= 0;
					end
            end
			else if(scancode == 8'h32) begin  
					if(!b_check6) begin
						blue6 <= (blue6 + 3'd1);
						if(blue6 == 3'd6) b_check6 <= 1;
					end
					else if(b_check6) begin
						blue6 <= (blue6 - 3'd1);
						if(blue6 == 3'd1) b_check6 <= 0;
					end
         end
		  r_rgb6 <= {blue6, green6, red6};
			end
		if(zone == 0)  
			begin
				r_rgb1 <= 9'b000000000;
				r_rgb2 <= 9'b000000000;
				r_rgb3 <= 9'b000000000;
				r_rgb4 <= 9'b000000000;
				r_rgb5 <= 9'b000000000;
				r_rgb6 <= 9'b000000000;
			end
		end
end
assign {b, g, r} = (section == 4'd1) ? r_rgb1 :
						 (section == 4'd2) ? r_rgb2 :
						 (section == 4'd3) ? r_rgb3 :
						 (section == 4'd4) ? r_rgb4 :
						 (section == 4'd5) ? r_rgb5 :
						 (section == 4'd6) ? r_rgb6 : {3'h0, 3'h0, 3'h0};
endmodule
==> changes_impl.md <==
### Physical design

- FP Rows: 65
- Synth area leader: edfxtp_1
- Cell Type Count: 66
- Hold Crit Class: flip-flop to flip-flop
- Maximum vdd ir drop: 0.117 mV
- Drt wl/cell: 12.7 um
- Syn Std Cell Area: 9580 um^2
- Post-Route WL: 15600 um
- Critical Path AT: 2540 ps
- Critical-path cell list: clkdlybuf4s50_1 > inv_2
- Ys Warns: 6
- Layout Skew: 3.56 ps
- Crit Path Class: input pin to asynchronous set/reset pin
- Number of enable flip-flop cells: 126
- Area leader share: 39.5%
- Fillers: 3070
- FF-to-FF End: cl25.i1.cnt[0]
- Critical path endpoint category: asynchronous set/reset pin
- Met3 WL post-DR: 540 um
- Resize count post-CTS: 0
- FF-to-FF Start: cl25.i1.cnt[0]
- Status: finished clean
- Clk Latency, worst-skew pair: 220 ps
- RSZ-0062 raised after global routing: false
- Die ar.: 32700 um^2
- Endpoints left unconstrained: 322
- Ys async rst share: 32.6%
- Startpoint Class: input pin
- Reg area: 5310 um^2
- WP buf/inv: 2
- Final core occ: 32.5%
- Seq/Total Area, Yosys: 55.4%
- Worst Hold Path Cells: 1
- CP max stage delay: 450 ps
- Reg2reg path depth: 2
- Main flop type: edfxtp_1
- CTS tree: built
- Hold Crit Endpoint: cl25.i1.cnt[0]
- Initial DRC count: 254
- Cycle use final: 27.3%
- Die height: 181 um
- Syn_area_per_cell: 11.7 um^2
- Vias in the first global route: 5530
- Post-CTS Repair Setup Buffers: 0
- Reg2Reg Setup Slack: 6860 ps
- Clock buffer depth: 2
- Via Count: 5540
- Minimum clock period: 2240 ps
- Register pins left without a clock: 185
- H-tree levels: 1
- Clock Root Buffer: clkbuf_16
- CTS buffer count: 3
- Fraction of layout cells with a size suffix above 1: 5.01%
- Area growth syn-to-layout: 6.71%
- Die Wd: 181 um
- Worst-Margin Slew: 908 ps
- Slowest stage cell, crit path: inv_2
- Synth flops: 187
- Via-to-Cell Ratio: 4.54
- Worst Hold Launch: cl25.i1.cnt[0]
- Largest net degree at the start of global routing: 96
- Clk slew on worst S/H paths: 30 ps
- Yosys Chip Area: 9580 um^2
- Antenna violations before repair: 0
- GRT Util Overall: 10.2%
- DP HPWL: 11700 um
- Total grt overflow: 0
- Power Density: 8.88 nW/um^2
- Core Box Area: 31500 um^2
- Initial Util: 30.5%
- Final setup viols: 0
- Hold-fix buffers, CTS: 0
- Logic area: 3810 um^2
- Top cells by area, synth: edfxtp_1, dfrtp_1, ha_1
- TritonRoute pass-1 iters: 4
- Cells after Synth: 822
- Fmax: 447 MHz
- Yosys Instances: 822
- Pins Over Slew Limit: 0
- DRC Markers: 0
- Placer Congestion: 0.825
- Met2 wire len: 7140 um
- Max Cap Violations: 0
- Worst Path Required: 8500 ps
- Final Hold Fails: 0
- # port buffers: 14
- Ant diodes: 0
- Leakage Power: 3.91 nW
- First-pass GRT wire length: 27000 um
- Critical path peak fanout: 29
- Rel. slew slack: 39.2%
- Uppermost routed layer: met4
- Io pins: 15
- Setup tns final: 0 ps
- Routed length on met1: 7860 um
- Antenna viol nets, final: 0
- Tool warnings: 82
- Delay-heaviest family, CP: buffers and inverters
power by group:
| group | internal (W) | switching, W | total [W] |
|---|---|---|---|
| Sequential | 0.00000972 | 0 | 0.00000972 |
| Clock | 0.0000620 | 0.0000108 | 0.0000728 |
| Combinational | 0.00000167 | 0.00000657 | 0.00000825 |
cell usage after synthesis (4+ instances only):
cell type and count:
nand4_1 10, inv_1 87, xnor2_1 25, clkbuf_1 12, dfrtp_1 60, o21ai_0 17
mux2_2 16, and2_1 23, nand2b_1 4, nand3_1 15, nor2_1 90, o22ai_1 10
nor3_1 5, edfxtp_1 126, buf_2 10, ha_1 82, nor4_1 6, and3_1 8
nand2_1 35, xor2_1 23, a31oi_1 8, a21oi_1 53, o211ai_1 8, mux2i_1 27
placed cells by master (no fill, tap or decap), drive strengths merged, types with 5 or more instances in the layout:
cell type,synthesis,final
a31oi,9,9
o21ai,18,18
o211ai,8,8
nor4,6,6
clkdlybuf4s50,0,14
edfxtp,126,126
mux2,18,18
xor2,23,23
nand2,36,36
a21oi,53,53
inv,88,88
o22ai,10,10
nand4,10,10
and2,24,24
xnor2,25,25
buf,16,8
and3,8,8
nor2,90,90
nand3,16,16
dfrtp,60,60
mux2i,27,27
ha,82,82
nor3,5,5
worst max path at each step:
stage / startpoint / end / depth (start not counted)
4_1_cts: reset / cl25.i1.cnt[1] / 2
5_1_grt: reset / cl25.i1.cnt[1] / 2
6_report: reset / cl25.i1.cnt[1] / 2
layer usage:
layer | vias to the layer above | global-route usage, %
met3 | 2 | 1.91
met4 | 0 | 0.342
met2 | 72 | 16.2
met5 | - | 0
li1 | 2831 | -
met1 | 2635 | 16.2
flip-flops by register name, summed over array words and instances, names as in the netlist, 4 cells and up:
name,count
hcnt.HcntValue,10
kbdp.cnt,4
vcnt.VcntValue,9
vga.r_rgb2,9
vga.r_rgb3,9
kbdp.ps2clksamples,8
vga.r_rgb6,9
vga.r_rgb1,9
vga.zone,7
kbdp.shift,10
vga.r_rgb5,9
kbdp.scancode,8
vga.r_rgb4,9
per-stage QoR:
stage | setup slack [ps] | hold WS (ps) | cell area [um^2] | total power, W | instances
2_1_floorplan | 5030 | 403 | 9580 | 0.0000145 | 822
3_3_place_gp | 5710 | 481 | 10200 | 0.0000185 | 1218
3_5_place_dp | 5670 | 481 | 10200 | 0.0000187 | 1218
4_1_cts | 5900 | 484 | 10200 | 0.0000929 | 1221
5_1_grt | 5830 | 503 | 10200 | 0.0000957 | 1221
6_report | 5960 | 482 | 10200 | 0.0000908 | 1221
final cells by class:
type | instances | share of cell area (%)
clock buffers | 3 | 0.734
multi-input cells | 519 | 37.2
flip-flops and latches | 187 | 51.9
repair buffers | 22 | 1.96
inverters | 88 | 3.23
well taps | 402 | 4.92
logic make-up (layout without fill, tap and decap cells):
family | Yosys count | after routing | share of synthesized area [%]
DFF | 187 | 187 | 55.4
buffers and inverters | 116 | 113 | 4.99
adders and majority gates | 82 | 82 | 10.7
muxes | 45 | 45 | 4.93
and+or+nand+nor | 222 | 222 | 11.5
xor gates and xnor gates | 48 | 48 | 4.39
AOI/OAI and AO/OA | 122 | 122 | 8.03
Power is estimated from default activity; no workload was simulated.
